File: ./config.mk
export PLATFORM = sky130hd
export DESIGN_NAME = divisor_parallel
export DESIGN_NICKNAME = divisor_parallel
export VERILOG_FILES = /design/flow/design.v
export SDC_FILE = /design/flow/constraint.sdc
export NUM_CORES = 4
export LEC_CHECK = 1
export CORE_UTILIZATION = 50
File: ./run.sh
#!/bin/bash
# OpenROAD 26Q1-2900-gdf79404cd8, Yosys 0.63+post, stock flow scripts
make -C /OpenROAD-flow-scripts/flow DESIGN_CONFIG=/design/flow/config.mk WORK_HOME=/design/flow/orfs finish
File: ./constraint.sdc
current_design divisor_parallel

set clk_period 1.0
set clk_io_pct 0.2

create_clock -name clk0 -period $clk_period [get_ports {CLK}]

set non_clock_inputs [all_inputs -no_clocks]
set_input_delay [expr $clk_period * $clk_io_pct] -clock clk0 $non_clock_inputs
set_output_delay [expr $clk_period * $clk_io_pct] -clock clk0 [all_outputs]
File: ./design.v
module divisor_parallel
#(parameter tamanyo=16)
(input CLK,
input RSTa,
input Start,
input logic [tamanyo-1:0] Num,
input logic [tamanyo-1:0] Den,
output logic [tamanyo-1:0] Coc,
output logic [tamanyo-1:0] Res,
output Done);
logic signed [tamanyo-1:0] Coc_temp;
logic signed [tamanyo-1:0] Res_temp;
logic signed [tamanyo-1:0] Coc_temp2;
logic signed [tamanyo-1:0] Res_temp2;
logic signed [tamanyo-1:0] Num_temp;
logic signed [tamanyo-1:0] Den_temp;
logic [2*tamanyo+1:0] END_MULT_aux;
logic [2*tamanyo+1:0] [tamanyo-1:0] Coc_aux;
logic [2*tamanyo+1:0] [tamanyo-1:0] Res_aux;
assign Coc_temp=$signed(Num)/$signed(Den);
assign Res_temp=$signed(Num)%$signed(Den);
always_ff @(posedge CLK, negedge RSTa)
if (!RSTa)
  begin
  END_MULT_aux<='0;
    Coc_aux<='0;
    Res_aux<='0;
  end
else 
    begin
      END_MULT_aux<={Start, END_MULT_aux[2*tamanyo+1:1]};
      Coc_temp2=Start?(Coc_temp):'0;
      Res_temp2=Start?(Res_temp):'0;
      Coc_aux<={Coc_temp2, Coc_aux[2*tamanyo+1:1]};
      Res_aux<={Res_temp2, Res_aux[2*tamanyo+1:1]};
    end
assign  Done=END_MULT_aux[0];
assign  Coc=Coc_aux[0];
assign  Res=Res_aux[0];
endmodule
==> results_slide.txt <==
Physical Implementation Snapshot

Die
  • Core Util at FP: 50.58%
  • Boundary pin count: 68
  • Core footprint: 76080 µm²
  • Row cnt: 101
  • Die X: about 280 µm
  • Chip Footprint: 78080 µm²
  • Die height: approximately 280 µm

Critical path
  • WP data required: 1.54 ns
  • Crit path largest cell delay: ~0.66 ns
  • Worst-path maximum fanout: 8
  • CP Capture Type: flop
  • Setup crit start kind: input port
  • Flop2flop setup slack: 0 ns
  • Crit path max-delay cell type: o22ai_2
  • Critical R2R Launch: Res_aux[307]
  • Arrival time worst endpoint: around 30 ns
  • Register-to-Register Path Depth: 0
  • Crit path kind: in -> reg
  • Reg2reg end: Res_aux[291]

Job
  • OpenROAD warnings: 40
  • Max_cap viols: 0

Clocking
  • Max clock buf depth: 3
  • Clk root buf: clkbuf_16
  • Late-Pin Clk Latency: 0.73 ns
  • CTS tree: built
  • Clock transition at the registers of the reported paths: around 0.07 ns
  • CTS buffer count: 95
  • Htree depth: 3
  • # clock sinks: 1122

STA
  • Final Skew: approximately 0.11 ns
  • Least-Margin Pin Slew: 1.265 ns
  • Worst hold slack: 0.2853 ns
  • Final min period: 29.57 ns
  • Final Hold Violation Tally: 0
  • Final setup violation count: 1109
  • Final Cycle Share: 2957%
  • Setup TNS: -1270.78 ns
  • RSZ-0062 raised after global routing: yes
  • Final Max Tran Viols: 0
  • Slew HR: approximately 16%
  • Final WS setup: -28.57 ns
  • FMAX: 0.03381 GHz

Hold path
  • Worst hold-check path type: in -> reg
  • Cell count of the worst hold path: 2
  • Hold endpoint: END_MULT_aux[33]
  • Hold Path Origin: Start

Routing
  • DRT iter0 DRCs: 2658
  • Post-route ant nets: 0
  • Via count: around 29000
  • DRC errors left: 0
  • Vias per cell: ~5.7
  • Post-Route WL: 139.6 mm
  • Drt pass-1 iters: 12
  • Wire per inst: 28.03 µm

Place
  • Pre-CTS setup slack: -30.63 ns
  • Gpl congestion: 0.9504
  • IO buf count: 67
  • Placed Cells: 4471
  • Dpl hpwl: 70.90 mm

Finish
  • Share of layout cells above drive strength 1: 44.38%
  • Logic area: 12580 µm²
  • Reg area: 28100 µm²
  • Syn-to-layout area delta: 42.37%
  • Filler cell count: between 4000 and 5000
  • Fin cells: 4980

Synth
  • #FFs+latches synth: 1122
  • Mapped Area: 38480 µm²
  • Most common reg cell: dfrtp_1
  • Max-area cell share: 72.96%
  • Ys async rst share: 100.0%
  • Cell type with the largest total area: dfrtp_1
  • Yosys chip area: 38480 µm²
  • Distinct lib cells used: 92
  • Top cells by area: dfrtp_1, ha_1, a21oi_1
  • Post-Syn Instances: 2674
  • List of most frequent post-synthesis cells: dfrtp_1, nor2_1, ha_1
  • Ys cells: between 2000 and 3000
  • Post-synth EDFFs: 0
  • Fraction of the yosys area taken by sequential cells: between 70% and 80%
  • Synth top cell by count: dfrtp_1
  • Avg Inst Size Synth: ~14 µm²
  • Syn. warnings: 1

Power
  • Seq pwr share: 37.8%
  • Max VDD drop: 3.078 mV
  • Clock share of power: 20.9%
  • Switching part of the total: between 30 and 40%
  • LEAKAGE: 26.82 nW
  • NetSw: ~73 mW
  • Logic pwr share: 41.3%
  • Pwr per Cell Area: 3530 nW/µm²
  • Int Pwr: 120.5 mW
  • Total power draw: 193.4 mW

GRT
  • Maximum number of pins on one net before global-route repair: 133
  • Gr usage total: 36.62%
  • Number of global-route vias before repair: 29350
  • GRT overflow: 0
  • First-pass GRT wire length: between 150 and 200 mm
  • Initial antenna violation count: 36

Status
  • Run status: complete, but fails checks
  • Failing checks: setup timing
-- state kept, by name, indices dropped and copies added (netlist names) --
| name | cells |
|---|---|
| Res_aux | 544 |
| Coc_aux | 544 |
| END_MULT_aux | 34 |
-- placed cells by master (no fill, tap or decap), types with 16 or more instances in the layout --
master,n
clkbuf_16,97
and2_1,24
nand4_1,18
o21ai_2,20
o21a_1,30
nand2_2,19
a21o_1,32
a21oi_4,19
a21oi_2,37
nand3_1,32
diode_2,38
xor2_1,52
nor2b_1,16
xnor2_1,62
ha_1,96
dfrtp_1,1104
inv_1,52
o211ai_1,16
nand2_1,113
clkbuf_8,33
nor2_1,119
a21oi_1,70
nor3_1,32
ha_4,33
nor2_4,23
buf_2,36
buf_4,988
clkbuf_1,20
dfrtp_2,18
o21ai_1,18
buf_6,55
o21ai_0,55
buf_12,30
-- layer usage --
metal | up-vias | share of wire [%] | GRT usage [%] | wire, µm
met4 | 46 | 7.2 | 16.80 | 10050
met3 | 743 | 17 | 21.68 | 23620
met5 | - | 0.55 | 7.567 | 768
met1 | 14070 | 36 | 51.48 | 50710
li1 | 11660 | - | - | -
met2 | 2097 | 39 | 46.80 | 54440
-- cell type report --
| cell class | instances | area share, % |
|---|---|---|
| Multi-Input combinational cell | 1412 | 22.97 |
| Antenna cell | 38 | 0.1736 |
| Clock inverter | 24 | 0.6486 |
| Clock buffer | 150 | 5.397 |
| Sequential cell | 1122 | 51.29 |
| Timing Repair Buffer | 1141 | 16.71 |
| Tap cell | 1030 | 2.352 |
| Inverter | 63 | 0.4613 |
-- power groups by stage --
stage         Combinational (mW)  Clock (mW)  Sequential [mW]
CTS                         63.6        40.4             72.0
global route                80.5        42.7             74.4
finish                      80.0        40.3             73.1
-- through the flow --
step | instance area (µm²) | utilization, %
after floorplan | 39260 | -
final | 54790 | 72.02
after global placement | 46850 | 61.59
after detailed placement | 46850 | 61.59
after CTS | 53290 | 70.06
after global routing | 54760 | 71.98
-- logic make-up (layout without fill, tap and decap cells) --
logic type / count (synthesis) / after routing / share of synthesized area (%)
mux: 26 / 26 / 0.7120
buf+inv: 142 / 1378 / 1.749
compound gates: 515 / 515 / 9.094
fa+ha+maj: 144 / 144 / 4.702
xor+xnor: 130 / 130 / 2.978
simple gates: 595 / 597 / 7.803
flops: 1122 / 1122 / 72.96
other cells: 0 / 38 / 0
-- how the worst max path moves through the flow --
stage            from  depth (start not counted)  slack (ns)      endpoint
finish         Num[9]                        147      -28.57  Res_aux[543]
global route   Num[9]                        149      -28.86  Res_aux[543]
CTS           Num[10]                        143      -27.07  Res_aux[540]
-- worst max-delay path: cells and delay by family --
| family | cells | cell delay [ns] |
|---|---|---|
| adder cells (fa/ha/maj) | 16 | 4.73 |
| multiplexers | 3 | 0.64 |
| buffers and inverters | 25 | 3.37 |
| XOR/XNOR | 1 | 0.21 |
| AND-OR/OR-AND | 58 | 12.52 |
| AND/OR/NAND/NOR | 44 | 8.33 |
-- repair_timing --
action / 4_1_cts / 5_1_grt
resized: 483 / 217
gates cloned: 2 / 0
setup endpoints to repair: 65 / 1160
hold buffers: 4 / 1
pin swaps: 176 / 181
hold endpoints to repair: 1051 / 756
setup buffers: 234 / 75
Power is estimated from default activity; no workload was simulated.
